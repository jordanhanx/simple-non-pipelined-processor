==> /design/flow/design.v <==
module clock_divider(processor_clock, imem_clock, dmem_clock, regfile_clock, clock, reset);
	input clock, reset;
	output reg imem_clock, dmem_clock, processor_clock, regfile_clock;
	reg output_clocks_enable;
	always @(negedge clock or posedge reset) begin
		if (reset)
			output_clocks_enable <= 1'b0;
		else
			output_clocks_enable <= 1'b1;	
	end
	always @(negedge clock or posedge reset) begin
		if (reset)
			processor_clock <= 1'b1;
		else if (output_clocks_enable)
			processor_clock <= ~processor_clock;	
	end
	always @(posedge clock or posedge reset) begin
		if (reset)
			imem_clock <= 1'b0;
		else if (output_clocks_enable)
			imem_clock <= ~imem_clock;	
	end
	always @(negedge clock or posedge reset) begin
		if (reset)
			dmem_clock <= 1'b0;
		else if (output_clocks_enable)
			dmem_clock <= ~dmem_clock;
	end
	always @(posedge clock or posedge reset) begin
		if (reset)
			regfile_clock <= 1'b1;
		else if (output_clocks_enable)
			regfile_clock <= ~regfile_clock;	
	end
endmodule
==> /design/flow/run.sh <==
#!/bin/bash
# OpenROAD 26Q1-2900-gdf79404cd8, Yosys 0.63+post, stock flow scripts
make -C /OpenROAD-flow-scripts/flow DESIGN_CONFIG=/design/flow/config.mk WORK_HOME=/design/flow/orfs finish
==> /design/flow/config.mk <==
export PLATFORM = sky130hd
export DESIGN_NAME = clock_divider
export DESIGN_NICKNAME = clock_divider
export VERILOG_FILES = /design/flow/design.v
export SDC_FILE = /design/flow/constraint.sdc
export NUM_CORES = 4
export LEC_CHECK = 1
export CORE_AREA = 10 10 70 70
export DIE_AREA = 0 0 80 80
==> /design/flow/constraint.sdc <==
current_design clock_divider

set clk_period 1.1
set clk_io_pct 0.2

create_clock -name clk0 -period $clk_period [get_ports {clock}]

set non_clock_inputs [all_inputs -no_clocks]
set_input_delay [expr $clk_period * $clk_io_pct] -clock clk0 $non_clock_inputs
set_output_delay [expr $clk_period * $clk_io_pct] -clock clk0 [all_outputs]
==> impl_metrics.env <==
# yosys + openroad results
export IMPL_status="complete, but fails checks"
export IMPL_violations="setup timing"
export IMPL_p_sw_uw=204
export IMPL_worstPathRequired_ns=0.88
export IMPL_slowest_stage="dfstp_2"
export IMPL_power_switching_fraction_pct=23.9
export IMPL_final_util_pct=10.3
export IMPL_n_fill_cell=397
export IMPL_path_clk_slew_ns=0.04
export IMPL_path_delay_family="flip-flops"
export IMPL_dpl_cell_count=68
export IMPL_pwr_share_seq_pct=37.9
export IMPL_numSynthFlops=5
export IMPL_cts_buffer_depth=2
export IMPL_place_gp_congestion=0.674
export IMPL_setup_viol=4
export IMPL_ios=6
export IMPL_grt_first_pass_wirelength_um=600
export IMPL_cts_htree_levels=1
export IMPL_drt_iter0_drc=1
export IMPL_power_density_nw_per_um2=2420
export IMPL_num_antenna_cells=0
export IMPL_numPortBuffers=5
export IMPL_synth_cells=12
export IMPL_cpPeakStageDelay_ns=0.52
export IMPL_core_sq_um=3420
export IMPL_clock_sinks=5
export IMPL_wl_per_cell_um=4.71
export IMPL_criticalPathCategory="reg -> out"
export IMPL_internal_power_uw=650
export IMPL_cts_buffers_inserted=3
export IMPL_hold_viol_final=0
export IMPL_irDropWorstVdd_v=0.000359
export IMPL_wl_um=353
export IMPL_grt_max_degree=5
export IMPL_ant_nets=0
export IMPL_synth_warnings=1
export IMPL_drv_slew=0
export IMPL_ys_area_sq_um=174
export IMPL_clock_latency_ns=0.31
export IMPL_ys_types=6
export IMPL_via_per_inst=1.73
export IMPL_antenna_found_initial=0
export IMPL_end_kind="output port"
export IMPL_clock_skew_ns=0.0551
export IMPL_power_leakage_uw=0.000165
export IMPL_num_vias=130
export IMPL_ys_cells=12
export IMPL_drive_gt1_share_pct=55.2
export IMPL_die_area_sq_um=6400
export IMPL_die_h_um=80
export IMPL_drc=0
export IMPL_fp_util_pct=5.09
export IMPL_dieWidth_um=80
export IMPL_syn_to_final_growth_pct=103
export IMPL_warning_count=29
export IMPL_avgSynthCellArea_sq_um=14.5
export IMPL_clkPwrFrac_pct=26.2
export IMPL_gr_total_overflow=0
export IMPL_cts_root_buf="clkbuf_4"
export IMPL_crit_path_start_kind="flop"
export IMPL_drt_pass1_iterations=3
export IMPL_path_cells="buf_2"
export IMPL_hpwlAfterDp_um=263
export IMPL_cap_violations=0
export IMPL_combPwrFrac_pct=35.9
export IMPL_regToRegSetupSlack_ns=-0.14
export IMPL_grt_pass1_vias=148
export IMPL_grt_usage_pct=1.30
export IMPL_fin_cells=75
export IMPL_hp_class="in -> async"
export IMPL_cp_arrival_ns=1.46
export IMPL_crit_fanout=2
export IMPL_num_rows=21
export IMPL_crit_buf_inv=1
export IMPL_synth_seq_share_pct=73.4
export IMPL_netlist_area_sq_um=174
export IMPL_whs_ns=0.265
export IMPL_rsz0062_at_grt="yes"
export IMPL_finalWorstSetupSlack_ns=-0.579
export IMPL_cts_tree="yes"
-- state kept, by name, indices dropped and copies added (netlist names) --
| register | flops |
|---|---|
| processor_clock | 1 |
| dmem_clock | 1 |
| output_clocks_enable | 1 |
| imem_clock | 1 |
| regfile_clock | 1 |
-- power groups by stage --
stage	clock network, uW	logic [uW]	registers [uW]
finish	224	306	323
global route	253	346	334
CTS	229	312	324
-- timing repair --
item | 4_1_cts | 5_1_grt
setup buffers | 3 | 0
gates cloned | 0 | 0
setup endpoints to repair | 6 | 6
gates resized | 10 | 1
hold buffers | 0 | 0
-- through the flow --
step	instance area (sq um)	setup slack, ns	setup TNS (ns)	total power [uW]
final	353	-0.579	-1.25	853
after detailed placement	319	-0.637	-1.52	636
after global routing	353	-0.614	-1.36	933
after CTS	352	-0.584	-1.27	865
after floorplan	174	-0.169	-0.486	382
after global placement	319	-0.636	-1.48	635
-- area by class of cell --
type / instances / area, sq um / share of cell area, %
Sequential cell: 5 / 128 / 36.2
Tap cell: 46 / 57.6 / 16.3
Inverter: 1 / 3.75 / 1.06
Timing Repair Buffer: 13 / 95.1 / 27.0
Multi-Input combinational cell: 5 / 38.8 / 11.0
Clock inverter: 2 / 7.51 / 2.13
Clock buffer: 3 / 22.5 / 6.38
-- routing by layer --
layer / part of all wire, % / track usage, % / vias to the layer above
met5: 0 / 0 / -
met4: 0 / 0.352 / 0
met3: 32 / 2.39 / 0
met2: 29 / 1.12 / 8
met1: 38 / 1.27 / 57
li1: - / - / 65
-- kinds of logic (layout without fill, tap and decap cells) --
logic type             after synthesis  count (layout)  share of synthesized area [%]
flip-flops                           5               5                           73.4
buffers and inverters                2              19                           4.32
XOR/XNOR                             4               4                           20.1
other                                1               1                           2.16
-- final timing paths --
path,from,end,cells after the start
setup / recovery,processor_clock,processor_clock,1
hold / removal,reset,imem_clock,3
setup reg to reg,output_clocks_enable,imem_clock,1
hold reg to reg,imem_clock,imem_clock,2
max in group asynchronous,reset,output_clocks_enable,3
min in group clk0,imem_clock,imem_clock,2
-- synth_stat cells --
master,count,area share (%)
dfstp_2,2,30
dfrtp_1,1,14
inv_1,2,4.3
xor2_1,4,20
dfrtn_1,2,29
conb_1,1,2.2
-- cells in the final DEF, fill, tap and decap left out --
cell type,n
buf_2,3
conb_1,1
inv_1,3
dfrtn_1,2
buf_4,8
clkbuf_4,3
clkdlybuf4s15_1,1
dfrtp_1,1
dfstp_2,2
clkdlybuf4s50_1,1
xor2_1,4
Power and IR drop assume default switching activity.
