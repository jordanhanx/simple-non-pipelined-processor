$ cat flow/run.sh
#!/bin/bash
# OpenROAD 26Q1-2900-gdf79404cd8, Yosys 0.63+post, stock flow scripts
make -C /OpenROAD-flow-scripts/flow DESIGN_CONFIG=/design/flow/config.mk WORK_HOME=/design/flow/orfs finish
$ cat flow/config.mk
export PLATFORM = sky130hd
export DESIGN_NAME = control_circuit
export DESIGN_NICKNAME = control_circuit
export VERILOG_FILES = /design/flow/design.v
export SDC_FILE = /design/flow/constraint.sdc
export NUM_CORES = 4
export LEC_CHECK = 1
export CORE_AREA = 10 10 70 70
export DIE_AREA = 0 0 80 80
$ cat flow/constraint.sdc
current_design control_circuit

set clk_period 1.7
set clk_io_pct 0.2

create_clock -name clk0 -period $clk_period

set non_clock_inputs [all_inputs -no_clocks]
set_input_delay [expr $clk_period * $clk_io_pct] -clock clk0 $non_clock_inputs
set_output_delay [expr $clk_period * $clk_io_pct] -clock clk0 [all_outputs]
$ cat flow/design.v
module control_circuit(q_imem, isNotEqual, isLessThan, overflow, 
Rwe, Rdst, ALUinB, ALUop, Dmwe, Rwd, BR, JP, Jr, rd_30, rd_31, rA_r0, Rwd_ovf, Rwd_pc_1, Rwd_setx, ovf_val);
	input [31:0] q_imem;
	input isNotEqual, isLessThan, overflow;
	output Rwe, Rdst, ALUinB,  Dmwe, Rwd, BR, JP, Jr, rd_30, rd_31, rA_r0, Rwd_ovf, Rwd_pc_1, Rwd_setx;
	output [4:0] ALUop;
	output [31:0] ovf_val;
	wire op_00000, op_addi, op_sw, op_lw, op_j, op_bne, op_jal, op_jr, op_blt, op_bex, op_setx;
	and and_op_00000(op_00000, ~q_imem[31], ~q_imem[30], ~q_imem[29], ~q_imem[28], ~q_imem[27]);   
	and and_op_addi (op_addi,  ~q_imem[31], ~q_imem[30],  q_imem[29], ~q_imem[28],  q_imem[27]);   
	and and_op_sw   (op_sw,    ~q_imem[31], ~q_imem[30],  q_imem[29],  q_imem[28],  q_imem[27]);   
	and and_op_lw   (op_lw,    ~q_imem[31],  q_imem[30], ~q_imem[29], ~q_imem[28], ~q_imem[27]);   
	and and_op_j    (op_j,     ~q_imem[31], ~q_imem[30], ~q_imem[29], ~q_imem[28],  q_imem[27]);   
	and and_op_bne  (op_bne,   ~q_imem[31], ~q_imem[30], ~q_imem[29],  q_imem[28], ~q_imem[27]);   
	and and_op_jal  (op_jal,   ~q_imem[31], ~q_imem[30], ~q_imem[29],  q_imem[28],  q_imem[27]);   
	and and_op_jr   (op_jr,    ~q_imem[31], ~q_imem[30],  q_imem[29], ~q_imem[28], ~q_imem[27]);   
	and and_op_blt  (op_blt,   ~q_imem[31], ~q_imem[30],  q_imem[29],  q_imem[28], ~q_imem[27]);   
	and and_op_bex  (op_bex,    q_imem[31], ~q_imem[30],  q_imem[29],  q_imem[28], ~q_imem[27]);   
	and and_op_setx (op_setx ,  q_imem[31], ~q_imem[30],  q_imem[29], ~q_imem[28],  q_imem[27]);   
	wire op_b__;
	wire [4:0] ALUop_op_not_00000;
	or or_op_b__(op_b__, op_bne, op_blt, op_bex);
	assign ALUop_op_not_00000 = op_b__ ? 5'b00001 : 5'b00000;
	assign ALUop = op_00000 ? q_imem[6:2] : ALUop_op_not_00000;
	wire addi_00000_lw, rd_r0, Rwe_addi_00000_lw, Rwe_jal_setx;
	or or_addi_00000_lw (addi_00000_lw, op_00000, op_addi, op_lw);
	and and_rd_r0(rd_r0, ~q_imem[26], ~q_imem[25], ~q_imem[24], ~q_imem[23], ~q_imem[22]);					 
	and and_Rwe_addi_00000_lw(Rwe_addi_00000_lw, addi_00000_lw, ~rd_r0);
	or or_Rwe_jal_setx(Rwe_jal_setx, op_jal, op_setx);
	or or_Rwe(Rwe, Rwe_addi_00000_lw, Rwe_jal_setx);
	or or_sw_bne_jr_blt(Rdst, op_sw, op_bne, op_jr, op_blt, op_bex);
	or or_addi_sw_lw(ALUinB, op_addi, op_sw, op_lw);
	assign Dmwe = op_sw;
	assign Rwd = op_lw;
	wire bne_ne, blt_lt;
	and and_bne_ne(bne_ne, op_bne, isNotEqual);
	and and_blt_lt(blt_lt, op_blt, isNotEqual, ~isLessThan);
	or or_bne_blt(BR, bne_ne, blt_lt);
	wire bex_ne;
	and and_bex_ne(bex_ne, op_bex, isNotEqual);
	or or_j_jal_bex(JP, op_j, op_jal, bex_ne);
	assign Jr = op_jr;
	or or_ovf_bex_setx(rd_30, Rwd_ovf, op_bex, op_setx);
	assign rd_31 = op_jal;
	assign rA_r0 = op_bex;
	wire op_addsub, addi_addsub;
	and and_op_addsub(op_addsub, op_00000, ~q_imem[6], ~q_imem[5], ~q_imem[4], ~q_imem[3]);
	or or_addi_addsub(addi_addsub, op_addi, op_addsub);
	and and_Rwd_ovf(Rwd_ovf, overflow, addi_addsub);
	wire [31:0] ovf_val_not_addi;
	assign ovf_val_not_addi = q_imem[2] ? 32'd3 : 32'd1;
	assign ovf_val = op_addi ? 32'd2 : ovf_val_not_addi;
	assign Rwd_pc_1 = op_jal;
	assign Rwd_setx = op_setx;
endmodule
==> changes_impl.md <==
## Flow update

* Status: finished, final reports clean
* Initial Util at 0.1696
* Seq/Total Area, Yosys at 0
* Post-synthesis cell count from yosys at around 85
* Mapped cell area at approximately 580 um2
* VDD IR-drop max at 45.50 uV
* First-pass GRT wire length at 3443 um
* Tool warning count at 51
* Crit end category: output pin
* ANT nets after route at 0
* CP Cell Sequence: buf_6, or4_4, o32ai_2, nand2b_1, buf_2
* Worst path max stage delay at 0.52 ns
* PortBufs at 39
* Power Total at 0.1853 mW
* Width of the die at 80 um
* # IOs at 86
* GP Congestion at 0.7663
* WP buf/inv at 2
* Number of clock buffers in the layout at 0
* Total die size at about 6400 um2
* Total gr overflow at 0
* Routed WL per cell at 12.21 um
* Final Cycle Share at 0.9970
* Syn Inst Count at around 85
* Post-route DRC at 0
* Worst min-delay path category: input pin to output pin
* Initial DRC count at 14
* Vias in the first global route at 743
* # rows at 21
* Unrepaired setup endpoints after global routing: yes
* Crit path DRT at 1.36 ns
* Max capacitance violation total at 0
* Met2 wire len at 1091 um
* YS chip area at a little under 600 um2
* Design area at 1185 um2
* Power Dens Cells at 156.4 nW/um2
* Detailed placement HPWL at 1892 um
* Slowest stage cell, crit path: or4_4
* FF/Latch Area at 0 um2
* Syn avg cell area at 6.815 um2
* Top Layer Used: met3
* Final Setup Violations at 0
* Critical path's top delay family: simple AND/OR/NAND/NOR gates
* Vias at ~700
* Worst EP arrival at 1.35 ns
* # diodes at 0
* Post-layout min period at 1.695 ns
* Die Ht at 80 um
* Initial antenna violation count at 0
* Critical path type: input pin to output pin
* WL final at ~2300 um
* Met3 Wirelength at 215 um
* Area growth from synthesis to layout at 104.5%
* Cell Area, Placed at 985.9 um2
* Synth Warn # at 0
* Sequential cell count at 0
* Fmax achieved at 0.5900 GHz
* CORE AREA at 3416 um2
* Count of unique library cells instantiated by Yosys at 29
* Max-slew violations at 0
* Crit path max fanout at 1
* Hold Fails Final Rpt at 0
* Pleak at 0.6661 nW
* Total GRT Usage at 0.06446
* Share of cells above drive strength 1 at 0.4589
* DRT met1 WL at 1038 um
* Largest net degree at the start of global routing at 7
* Drt first pass iters at 4
* Via-to-Cell Ratio at 3.651
* Crit start category: input pin
* Post-CTS Hold Buffers at 0
* Filler cell count at 362
-- final timing paths --
kind / from / end / slack [ns] / cells past startpoint
min: q_imem[31] / JP / 1.04 / 5
max: q_imem[24] / Rwe / 0.005 / 5
-- routing by layer --
| layer | global-route usage | up-vias |
|---|---|---|
| met5 | 0 | - |
| met4 | 0 | 0 |
| met3 | 0.01932 | 0 |
| met2 | 0.1116 | 40 |
| met1 | 0.08124 | 308 |
| li1 | - | 353 |
-- layout by cell type, fill, tap and decap left out, types with 3 or more instances in the layout --
cell type        count
conb_1              30
buf_4               22
dlygate4sd2_1       13
buf_6               12
buf_2                7
and3_4               5
clkdlybuf4s50_1      5
inv_1                3
nand2_1              3
clkdlybuf4s15_1      3
dlymetal6s2s_1       3
-- what timing repair did --
action	CTS	global route
pin swaps	12	12
gates resized	106	13
setup buffers	12	3
setup endpoints to repair	21	13
-- cells in the mapped netlist --
master | n | share of area
a2111oi_0 | 1 | 0.015
inv_1 | 3 | 0.019
nor3_2 | 1 | 0.017
buf_4 | 33 | 0.43
nand3_1 | 2 | 0.017
nor3_1 | 1 | 0.0086
nor2_2 | 1 | 0.011
a21boi_0 | 2 | 0.026
nor4b_1 | 1 | 0.015
a21oi_1 | 4 | 0.035
and3b_1 | 1 | 0.015
or3_1 | 1 | 0.011
xor2_1 | 1 | 0.015
nor4_1 | 2 | 0.022
and2_1 | 2 | 0.022
a31oi_1 | 2 | 0.022
conb_1 | 1 | 0.0065
nor2_1 | 3 | 0.019
and3_1 | 7 | 0.076
and4bb_2 | 1 | 0.022
nor2b_1 | 1 | 0.011
o21ai_0 | 1 | 0.0086
nand2_1 | 4 | 0.026
a2111oi_2 | 1 | 0.026
or4_4 | 1 | 0.019
buf_2 | 3 | 0.026
nor3b_1 | 1 | 0.013
o32ai_2 | 1 | 0.028
nand2b_1 | 2 | 0.022
-- where the power goes --
group	leakage [nW]	internal, mW	switching (mW)	total [mW]
logic	0.666	0.113	0.0724	0.185
clock network	0	0	0	0
registers	0	0	0	0
total	0.666	0.113	0.0724	0.185
-- stage by stage --
stage | setup WS [ns] | hold WS, ns | std cells | TNS [ns] | util
finish | 0.005169 | 1.037 | 192 | 0 | 0.3469
global route | -0.05102 | 1.084 | 192 | -0.05102 | 0.3469
CTS | -0.06417 | 1.040 | 190 | -0.09754 | 0.3344
detailed placement | -0.7586 | 1.633 | 178 | -13.02 | 0.2886
global placement | -0.7109 | 1.634 | 178 | -12.85 | 0.2886
floorplan | 0.2697 | 0.7112 | 114 | 0 | -
-- kinds of logic after synthesis --
kind of cell	after synthesis	synth area share
compound gates	12	0.1598
buf+inv	39	0.4730
simple gates	32	0.3456
xor+xnor	1	0.01512
other cells	1	0.006473
-- tightest hold or removal path, delay by kind of cell --
kind / cells / cell delay [ns]
AND-OR/OR-AND: 1 / 0.05
buffers and inverters: 2 / 0.19
AND/OR/NAND/NOR: 2 / 0.11
-- cell type report --
type | instances | area [um2] | area share
Inverter | 3 | 11.26 | 0.009504
Multi-Input combinational cell | 75 | 509.2 | 0.4298
Tap cell | 46 | 57.56 | 0.04857
Timing Repair Buffer | 68 | 606.8 | 0.5121
Power and IR drop assume default switching activity.
